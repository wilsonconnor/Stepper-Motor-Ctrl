$ cat config.mk
export PLATFORM = sky130hd
export DESIGN_NAME = fullStepTop
export DESIGN_NICKNAME = fullStepTop
export VERILOG_FILES = /design/flow/design.v
export SDC_FILE = /design/flow/constraint.sdc
export NUM_CORES = 4
export LEC_CHECK = 1
export CORE_AREA = 10 10 99 99
export DIE_AREA = 0 0 109 109
$ cat constraint.sdc
current_design fullStepTop

set clk_period 7.0
set clk_io_pct 0.2

create_clock -name clk0 -period $clk_period [get_ports {clk}]

set non_clock_inputs [all_inputs -no_clocks]
set_input_delay [expr $clk_period * $clk_io_pct] -clock clk0 $non_clock_inputs
set_output_delay [expr $clk_period * $clk_io_pct] -clock clk0 [all_outputs]
$ cat design.v
module fsmDelayCounter(
    input clk,
    input [31:0] len,
    output reg dn
    );
    reg [31:0] cnt;
    always@(posedge clk)
    begin
        if (cnt == len)
        begin 
            dn <= 1;
            cnt <= 0;
        end
        else
        begin
            cnt <= cnt + 1;
            dn <= 0;
        end
    end
endmodule
module fullStepTop(  
    input clk,
    input run,
    input flip,
    output reg [3:0] stepOut,
    output reg [1:0] state
    );
    localparam step1 = 0,
                step2 = 1,
                step3 = 2,
                step4 = 3;
    wire dn;
    localparam delayCnt = 500000;
    fsmDelayCounter counter(.clk(clk), .dn(dn), .len(delayCnt));
    always@(posedge clk)
        begin
            case(state)
            step1:
                begin
                    if(run && dn && flip)
                    begin
                        state <= step4;
                    end
                    else if(run && dn)
                    begin
                        state <= step2;
                    end
                end
            step2:
                begin
                    if(run && dn && flip)
                    begin
                        state <= step1;
                    end
                    else if(run && dn)
                    begin
                        state <= step3;
                    end
                end
            step3:
                begin
                    if(run && dn && flip)
                    begin
                        state <= step2;
                    end
                    else if(run && dn)
                    begin
                        state <= step4;
                    end
                end
            step4:
                begin
                    if(run && dn && flip)
                    begin
                        state <= step3;
                    end
                    else if(run && dn)
                    begin
                        state <= step1;
                    end
                end
            endcase
        end
    always@(state)
        begin
            case(state)
                step1: stepOut = 4'b0101;
                step2: stepOut = 4'b0110;
                step3: stepOut = 4'b1010;
                step4: stepOut = 4'b1001;
            endcase
        end
endmodule
$ cat run.sh
#!/bin/bash
# OpenROAD 26Q1-2900-gdf79404cd8, Yosys 0.63+post, stock flow scripts
make -C /OpenROAD-flow-scripts/flow DESIGN_CONFIG=/design/flow/config.mk WORK_HOME=/design/flow/orfs finish
==> impl_metrics.yaml <==
# implementation run metrics
outcome:
  status: "complete, no violations"
logic_synthesis:
  synth_cells: 169
  top_cell_area_share_pct: 41.3
  yosysWarnings: 2
  edf_count: 2
  top_area_cell: "dfxtp_1"
  async_flop_share_pct: 0
  ys_cells: 169
  ys_types: 29
  syn_area_um2: 1600
  synthTopCellsByCount: "dfxtp_1 (33), xnor2_1 (25), nand4_1 (19)"
  ys_ff: 35
  flop_cell: "dfxtp_1"
  synth_area_per_cell_um2: 9.48
  area_leaders: "dfxtp_1 (41%), xnor2_1 (14%), nand4_1 (7.4%)"
  most_common_cell: "dfxtp_1"
  yosys_area_um2: 1600
  yosysSeqAreaShare_pct: 45.0
layout:
  fin_cells: 285
  layout-drive-gt1-share_pct: 7.65
  area_delta_synth_final_pct: 20.0
  final_area_um2: 1920
  utilization_pct: 24.9
detailed_routing:
  vias_per_cell: 4.31
  drt-initial-drc-count: 62
  detail-route-antenna-nets: 0
  routed_wl_um: 2960
  remaining_drc_errors: 0
  n_antenna_cell: 0
  post_drt_wl_per_cell_um: 10.4
  num_vias: 1227
  drt_pass1_iterations: 4
sta:
  min_period_ns: 3.11
  finalHoldViolCount: 0
  timing.final.crit_share_pct: 44.4
  setup_tns_ns: 0
  worstMarginPinSlew_ns: 0.665
  rsz0062_at_grt: "false"
  slew_headroom_pct: 55.2
  finalMaxSlewViolations: 0
  max_freq_mhz: 322
  setup_slack_ns: 3.89
  finalSetupViolations: 0
  finClkSkew_ns: 0.00473
critical_path:
  max_stage_delay_ns: 0.41
  cp-end-kind: "primary output"
  crit_fanout: 5
  required_ns: 5.60
  critPathSlowestCell: "clkdlybuf4s50_1"
  worst-endpoint-arrival_ns: 1.71
  path_cells: "inv_1 > ha_1 > or2_2 > clkdlybuf4s50_1"
  cp-start-kind: "flop"
  path_buffers: 2
  path_class: "reg2out"
  crit_family: "buffers and inverters"
clock_network:
  cts-resized-gates: 0
  postCtsHoldBufs: 0
  cts_root_buf: "clkbuf_8"
  cts_buffer_depth: 2
  cts_buffers: 5
  clock-sinks: 35
  clock_latency_ns: 0.29
  cts_setup_buffers: 0
  clkTransAtPathRegs_ns: 0.07
  h-tree-depth: 2
  tritoncts: "built"
die:
  fp.dieW_um: 109
  rows: 32
  chipArea_um2: 11900
  fp_util_pct: 20.7
  io_pins: 9
  core_area_um2: 7730
  die_h_um: 109
hold_path:
  hold_class: "reg2reg"
global_routing:
  grt_pass1_wl_um: 5150
  antenna_found_initial: 0
  grt_pass1_vias: 1112
  grt-ovfl-total: 0
  grt_start_max_net_pins: 12
  grt_util_all_layers_pct: 5.22
placed_design:
  numPortBuffers: 8
  placed_cells: 277
  place_area_um2: 1810
  gp_congestion: 0.768
  place_ws_ns: 4.19
  dp_hpwl_um: 2130
power_and_ir_drop:
  p_per_area_nw_per_um2: 194
  swShare_pct: 19.1
  combPwrFrac_pct: 0.3
  p_clk_share_pct: 46.0
  seqPwrFrac_pct: 53.7
  power.internal_mw: 0.302
  peakVddDrop_mv: 0.0782
  leakagePower_nw: 0.633
  p_sw_mw: 0.0712
job:
  warnings: 29
  maxCapViolations: 0
sequential cells by signal (all words and copies together), names as in the netlist:
| register | flops |
|---|---|
| counter.cnt | 32 |
| state | 2 |
| counter.dn | 1 |
final cells by class:
cell class / instances / area [um^2]
clock buffer: 7 / 108
clock inverter: 1 / 5.00
fill: 815 / 5810
inverter: 9 / 33.8
multi-input combinational: 121 / 832
sequential: 35 / 721
tap: 102 / 128
timing repair buffer: 10 / 95.1
worst reg2reg max path, cell delays in order (launching register included):
cell and delay (ns):
dfxtp_1 0.37, ha_1 0.25, nand2_1 0.15, nor4_1 0.64, nand4_1 0.20, xnor2_1 0.15
cell families (layout without fill, tap and decap cells):
kind of cell,Yosys count,count (layout),synth area share (%)
simple gates,79,79,29.0
flops,35,35,45.0
xor+xnor,27,27,14.8
buf+inv,13,27,3.05
compound gates,9,9,3.52
fa+ha+maj,6,6,4.69
stage by stage:
stage                     hold slack [ns]  total power, mW
after floorplan                     0.430            0.205
after global placement              0.439            0.206
after detailed placement            0.454            0.206
after CTS                           0.471            0.378
after global routing                0.480            0.391
final                               0.465            0.374
final timing paths:
kind | from | endpoint | slack, ns | depth (start not counted)
setup / recovery | state[0]$_DFFE_PP_ | stepOut[2] | 3.89 | 4
hold / removal | counter.cnt[0]$_SDFF_PP0_ | counter.cnt[0]$_SDFF_PP0_ | 0.46 | 1
setup reg to reg | counter.cnt[0]$_SDFF_PP0_ | counter.cnt[20]$_SDFF_PP0_ | 5.13 | 5
hold reg to reg | counter.cnt[0]$_SDFF_PP0_ | counter.cnt[0]$_SDFF_PP0_ | 0.46 | 1
layout by cell type, fill, tap and decap left out, drive strengths merged, types with 3 or more instances in the layout:
master         netlist  final
dfxtp               33     33
xnor2               25     25
nand4               20     20
nor2                14     14
inv                  9      9
clkdlybuf4s50        0      8
nor4                 7      7
nand3                7      7
clkbuf               4      7
nand2                6      6
ha                   6      6
and2                 5      5
a21oi                4      4
and3                 4      4
nor3                 3      3
and4                 3      3
power groups by stage:
| stage | logic (mW) | registers [mW] | clock network [mW] |
|---|---|---|---|
| finish | 0.00118 | 0.201 | 0.172 |
| CTS | 0.00120 | 0.201 | 0.176 |
| global route | 0.00129 | 0.200 | 0.189 |
routing by layer:
| metal | up-vias | share of wire [%] | GRT usage (%) | routed length, um |
|---|---|---|---|---|
| met5 | - | 0 | 0 | 0 |
| met3 | 7 | 6.9 | 1.97 | 204 |
| met1 | 569 | 50 | 7.29 | 1490 |
| met2 | 23 | 41 | 7.50 | 1210 |
| li1 | 628 | - | - | - |
| met4 | 0 | 2.1 | 1.22 | 62 |
Power figures rest on the tool's default switching activity, not on a simulated workload.
