$ cat ./config.mk
export PLATFORM = sky130hd
export DESIGN_NAME = halfStepTop
export DESIGN_NICKNAME = halfStepTop
export VERILOG_FILES = /design/flow/design.v
export SDC_FILE = /design/flow/constraint.sdc
export NUM_CORES = 4
export LEC_CHECK = 1
export CORE_UTILIZATION = 40
$ cat ./constraint.sdc
current_design halfStepTop

set clk_period 7.0
set clk_io_pct 0.2

create_clock -name clk0 -period $clk_period [get_ports {clk}]

set non_clock_inputs [all_inputs -no_clocks]
set_input_delay [expr $clk_period * $clk_io_pct] -clock clk0 $non_clock_inputs
set_output_delay [expr $clk_period * $clk_io_pct] -clock clk0 [all_outputs]
$ cat ./design.v
module fsmDelayCounter(
    input clk,
    input [31:0] len,
    output reg dn
    );
    reg [31:0] cnt;
    always@(posedge clk)
    begin
        if (cnt == len)
        begin 
            dn <= 1;
            cnt <= 0;
        end
        else
        begin
            cnt <= cnt + 1;
            dn <= 0;
        end
    end
endmodule
module halfStepTop(  
    input clk,
    input run,
    input flip,
    output reg [3:0] stepOut,
    output reg [2:0] state
    );
    localparam step1 = 0,
                step2 = 1,
                step3 = 2,
                step4 = 3,
                step5 = 4,
                step6 = 5,
                step7 = 6,
                step8 = 7;
    wire dn;
    localparam delayCnt = 500000;
    fsmDelayCounter counter(.clk(clk), .dn(dn), .len(delayCnt));
    always@(posedge clk)
        begin
            case(state)
            step1:
                begin
                    if(run && dn && flip)
                    begin
                        state <= step8;
                    end
                    else if(run && dn && ~flip)
                    begin
                        state <= step2;
                    end
                end
            step2:
                begin
                    if(run && dn && flip)
                    begin
                        state <= step1;
                    end
                    else if(run && dn && ~flip)
                    begin
                        state <= step3;
                    end
                end
            step3:
                begin
                    if(run && dn && flip)
                    begin
                        state <= step2;
                    end
                    else if(run && dn && ~flip)
                    begin
                        state <= step4;
                    end
                end
            step4:
                begin
                    if(run && dn && flip)
                    begin
                        state <= step3;
                    end
                    else if(run && dn && ~flip)
                    begin
                        state <= step5;
                    end
                end
            step5:
                begin
                    if(run && dn && flip)
                    begin
                        state <= step4;
                    end
                    else if(run && dn && ~flip)
                    begin
                        state <= step6;
                    end
                end
            step6:
                begin
                    if(run && dn && flip)
                    begin
                        state <= step5;
                    end
                    else if(run && dn && ~flip)
                    begin
                        state <= step7;
                    end
                end
            step7:
                begin
                    if(run && dn && flip)
                    begin
                        state <= step6;
                    end
                    else if(run && dn && ~flip)
                    begin
                        state <= step8;
                    end
                end
            step8:
                begin
                    if(run && dn && flip)
                    begin
                        state <= step7;
                    end
                    else if(run && dn && ~flip)
                    begin
                        state <= step1;
                    end
                end
            endcase
        end
    always@(state)
        begin
            case(state)
                step1: stepOut = 4'b0101;
                step2: stepOut = 4'b0111;
                step3: stepOut = 4'b0110;
                step4: stepOut = 4'b1110;
                step5: stepOut = 4'b1010;
                step6: stepOut = 4'b1011;
                step7: stepOut = 4'b1001;
                step8: stepOut = 4'b1101;
            endcase
        end
endmodule
$ cat ./run.sh
#!/bin/bash
# OpenROAD 26Q1-2900-gdf79404cd8, Yosys 0.63+post, stock flow scripts
make -C /OpenROAD-flow-scripts/flow DESIGN_CONFIG=/design/flow/config.mk WORK_HOME=/design/flow/orfs finish
==> run notes <==
Flow results.

- The flow ran to the end, and the final reports show no timing, DRC or antenna violations.
- The remaining number of nets flagged by the antenna check after routing is 0.
- The share of the Yosys chip area taken by registers is 44.9%.
- The normalized max-slew margin is 53.3%.
- The biggest area contributor in the post-synthesis netlist is sky130_fd_sc_hd__dfxtp_1.
- The worst reg2reg path startpoint is counter.cnt[0].
- The DRC violation total left in the routed layout is recorded as 0.
- The global routing usage on met3 is 3.65%.
- Timing would allow up to 363 MHz.
- The share of the synthesized area in the top cell type is 40.0%.
- The first element of the critical path is state[2].
- The area growth from synthesis to layout is 11.1%.
- The post-route fraction of the period consumed by the critical path is 39.4%.
- The post-layout instance area is 2060 um^2.
- Counting instances in the post-synthesis netlist gives the leading cell types as sky130_fd_sc_hd__dfxtp_1 (37), sky130_fd_sc_hd__xnor2_1 (22), sky130_fd_sc_hd__nand3_1 (14), sky130_fd_sc_hd__nor2_1 (14), sky130_fd_sc_hd__nand2_1 (13).
- Per the detailed-route log, wirelength across all metal layers totals 3.38 mm.
- The detailed router finished its first iteration with 54 violations.
- Power spread over the standard cell area amounts to 184 nW/um^2.
- Adding up every negative setup slack in the final design gives 0 ps.
- The width of the die is 70.0 um.
- The most common flop cell mapped by yosys is sky130_fd_sc_hd__dfxtp_1.
- Measured in cells, the most critical reg-to-reg path has a length of 5.
- The detailed router placed 1403 vias in this run.
- Global routing consumed, over all layers together, 15.1% of the routing resources.
- In the floorplan report the effective utilization is 42.0%.
- The I/O pin count is 10.
- The chip area line in the Yosys stat output reads 1850 um^2.
- The tally of max-capacitance violations is 0.
- The final tally of setup violations is 0.
- The clock transition at the register clock pins on the worst setup and hold paths after CTS is 80 ps.
- Global routing consumed, on the met2 layer, 21.3% of the routing resources.
- The clock tree from TritonCTS is done.
- The half-perimeter wire length of the detailed placement result is 2.44 mm.
- The arrival time at the worst endpoint is 1360 ps.
- The static leakage is 0.000736 uW.
- The H-tree was split into 2 levels.
- The standard cell area after detailed placement is 1970 um^2.
- The type of element launching the critical path is a flop.
- By area the synthesized netlist is led by sky130_fd_sc_hd__dfxtp_1 (40%), sky130_fd_sc_hd__xnor2_1 (10%), sky130_fd_sc_hd__edfxtp_1 (4.9%).
- Yosys mapped the design onto 39 distinct sky130hd cell types.
- Counting both buffers and inverters, the worst setup path holds a total of 1.
- The count of pins over their slew limit is 0.
- For met1 alone, demand over resource in global routing was 24.4%.
- The repair_antennas step left the layout with diodes totalling 0.
- In this run the clock root is driven by a sky130_fd_sc_hd__clkbuf_8.
- The final hold slack is 455 ps.
- The number of cell instances after yosys synthesis is 195.
- The clock period minus worst slack is 2760 ps.
- The setup skew after layout is 10.3 ps.
- The number of antenna violations at the first check in global routing is 0.
- The critical path goes through clkdlybuf4s50_1.
- Clock latency on the worst-skew pair, taken at its later pin, is 290 ps.
- The most critical min-delay path falls under flop to flop.
- The number of enable flip-flop cells is 3.
- Setup repair after global routing left no endpoint under its margin.
- Using the TritonRoute via totals, the vias-per-cell ratio works out to 5.46.
- The critical path in the final layout is reported with a setup slack of 4240 ps.
- The logs give a warning total of 26.
- The maximum single-stage delay on the critical path is 540 ps.
- The detailed-router iteration count before antenna repair is 4.
- The nature of the critical path endpoint is a primary output.
- After clock tree synthesis, the flow added hold-fix buffers numbering 0.
- In the synthesized netlist the async set-or-reset flop fraction comes to 0%.
- The logic depth of the worst setup path including buffers is 1.
- sky130_fd_sc_hd__dfxtp_1 is the most common cell in the netlist.
- The most utilized layer in the global route result is met1.
- Looking at the VDD voltage map, the peak drop is 0.108 mV.
- The final RePlAce weighted congestion is 0.891.
- The critical-path maximum fanout is 8.
- The clock passes through at most 2 buffers.
- TritonRoute output was used to compute an average wire per cell of 13.1 um.
- The overall chip area is 4910 um^2.
- The global route stage reports its total congestion overflow as 0.
- On the critical path the largest part of the delay comes from flip-flops.
- The type of the worst setup path is flop to primary output.
- The number of hold-slack violations in the final timing report is 0.
- The number of global-route vias before repair is 1222.
- The vertical die size is 70.0 um.
- Setup slack on the worst reg-to-reg path comes out at 4980 ps.
- The number of synthesized register bits is 40.
- Once the clock tree was built, the setup fixing pass inserted 0 buffers.
- After clock tree synthesis, the repair step resized 0 gates.
- The number of clock sinks came to 40.
- The mean instance size in the synthesized netlist is 9.50 um^2.
- Counting the buffers created by CTS gives 5.
- The required time at the worst endpoint is listed as 5600 ps.
- The area of the core region is 4410 um^2.
- The first global-routing pass estimated 5.78 mm of wire.
- The synthesis report lists the Yosys warning total as 2.
- STA lists the endpoint of the worst register-to-register path as counter.cnt[30].
- The count of buffers inserted at the top-level ports is 9.
- The fraction of layout cells with a size suffix above 1 is 7.80%.
- The pin count of the biggest net entering global routing is 14.
- The pin closest to its max-slew limit shows a slew of 697 ps.
- The instance count of the mapped netlist is 195.
- The placement row count is 24.
- OpenSTA lists the critical path endpoint as state[2].
- OpenSTA, run right after detailed placement, puts the worst setup slack at 4120 ps.
- The worst-path cell with the longest stage delay is sky130_fd_sc_hd__edfxtp_1.
- The post-synth design cell area is 1850 um^2.
stage by stage:
| step | cells | power [uW] | util [%] |
|---|---|---|---|
| after global placement | 249 | 237 | 44.6 |
| after global routing | 257 | 397 | 46.6 |
| after CTS | 257 | 384 | 46.6 |
| final | 257 | 379 | 46.6 |
| after detailed placement | 249 | 237 | 44.6 |
| after floorplan | 195 | 235 | - |
flip-flops by register name, indices dropped and copies added, names as in the netlist:
signal / count
counter.cnt: 32
stepOut: 4
state: 3
counter.dn: 1
placed cells by master (no fill, tap or decap), drive strengths merged, types with 3 or more instances in the layout:
cell	instances
dfxtp	37
xnor2	23
nor2	14
nand3	14
nand2	13
nand4	13
clkdlybuf4s50	9
and3	8
nor4	7
inv	6
xor2	6
a21oi	6
clkbuf	5
and4	4
nor4b	3
o21ai	3
mux2i	3
o31ai	3
edfxtp	3
or2	3
or4	3
clkinv	3
cells by family (layout without fill, tap and decap cells):
group           Yosys count  after routing  synth area share, %
compound gates           17             17                 5.81
buf+inv                  13             23                 3.24
fa+ha+maj                 2              2                 1.35
flops                    40             40                 44.9
mux                       5              5                 2.84
xor+xnor                 29             29                 14.1
simple gates             89             89                 27.8
cell type report:
class / instances / area [um^2]
sequential: 40 / 831
fill: 402 / 2360
inverter: 6 / 22.5
multi-input combinational: 142 / 961
clock buffer: 5 / 68.8
clock inverter: 3 / 18.8
timing repair buffer: 9 / 90.1
tap: 52 / 65.1
power by group:
group | total [uW] | switching (uW) | internal, uW
registers | 230 | 0 | 230
logic | 1.64 | 0.615 | 1.03
clock network | 148 | 78.7 | 69.4
worst register-to-register path, cell delays in order, from the launching register on:
cell,delay (ps)
sky130_fd_sc_hd__dfxtp_1,430
sky130_fd_sc_hd__ha_1,250
sky130_fd_sc_hd__nand4_2,160
sky130_fd_sc_hd__or2_1,350
sky130_fd_sc_hd__or4_4,580
sky130_fd_sc_hd__xnor2_2,140
how the worst min path moves through the flow:
stage / start / to / slack [ps] / depth (start not counted)
6_report: counter.cnt[18] / counter.cnt[18] / 450 / 1
4_1_cts: counter.cnt[18] / counter.cnt[18] / 460 / 1
5_1_grt: counter.cnt[31] / counter.cnt[31] / 490 / 1
layer usage:
metal,vias up,wire length [um]
met5,-,0
met4,0,46
met3,4,165
met2,41,1490
met1,638,1670
li1,720,-
Power and IR drop assume default switching activity.
